`design/flow/design.v`:
```
module gp1(input wire a, b,
           output wire g, p);
   assign g = a & b;
   assign p = a | b;
endmodule
module gp2 (input wire [1:0] gin, pin,
            input wire cin,
            output wire gout, pout, cout);
  assign cout = gin[0] | (pin[0] & cin);
  assign pout = (pin[0] & pin[1]);
  assign gout = (gin[0] & pin[1]) | gin[1];
endmodule
module gp4(input wire [3:0] gin, pin,
           input wire cin,
           output wire gout, pout,
           output wire [2:0] cout);
  wire[1:0] gmid;
  wire[1:0] pmid;
  gp2 bits1to0 (.gin(gin[1:0]), .pin(pin[1:0]),
                .cin(cin),
                .gout(gmid[0]), .pout(pmid[0]),
                .cout(cout[0]));
  gp2 bits3to2 (.gin(gin[3:2]), .pin(pin[3:2]),
                .cin(cout[1]),
                .gout(gmid[1]), .pout(pmid[1]),
                .cout(cout[2]));
  gp2 bits3to0 (.gin(gmid[1:0]), .pin(pmid[1:0]),
                .cin(cin),
                .gout(gout), .pout(pout),
                .cout(cout[1]));
endmodule
module cla16
  (input wire [15:0]  a, b,
   input wire         cin,
   output wire [15:0] sum);
  wire [15:0] g, p, cout;
  wire [3:0] gfour, pfour;
  wire g16, p16;
  assign cout[0] = cin;
  genvar i;
  for (i = 0; i < 16; i = i+1) begin
    gp1 s(.a(a[i]), .b(b[i]), .g(g[i]), .p(p[i]));
  end
  for (i = 0; i < 4; i = i+1) begin
    gp4 f(.gin(g[4*i+3:4*i]), .pin(p[4*i+3:4*i]), .cin(cout[4*i]),
          .gout(gfour[i]), .pout(pfour[i]), .cout(cout[4*i+3:4*i+1]));
  end
  gp4 reduce(.gin(gfour), .pin(pfour), .cin(cin),
             .gout(g16), .pout(p16), .cout({cout[12], cout[8], cout[4]}));
  for (i = 0; i < 16; i = i+1) begin
    assign sum[i] = a[i] ^ b[i] ^ cout[i];
  end
endmodule
module gpn
  #(parameter N = 4)
  (input wire [N-1:0] gin, pin,
   input wire  cin,
   output wire gout, pout,
   output wire [N-2:0] cout);
endmodule
```
`design/flow/run.sh`:
```
#!/bin/bash
# OpenROAD 26Q1-2900-gdf79404cd8, Yosys 0.63+post, stock flow scripts
make -C /OpenROAD-flow-scripts/flow DESIGN_CONFIG=/design/flow/config.mk WORK_HOME=/design/flow/orfs finish
```
`design/flow/config.mk`:
```
export PLATFORM = sky130hd
export DESIGN_NAME = cla16
export DESIGN_NICKNAME = cla16
export VERILOG_FILES = /design/flow/design.v
export SDC_FILE = /design/flow/constraint.sdc
export NUM_CORES = 4
export LEC_CHECK = 1
export CORE_AREA = 10 10 70 70
export DIE_AREA = 0 0 80 80
```
`design/flow/constraint.sdc`:
```
current_design cla16

set clk_period 5.0
set clk_io_pct 0.2

create_clock -name clk0 -period $clk_period

set non_clock_inputs [all_inputs -no_clocks]
set_input_delay [expr $clk_period * $clk_io_pct] -clock clk0 $non_clock_inputs
set_output_delay [expr $clk_period * $clk_io_pct] -clock clk0 [all_outputs]
```
==> results.py <==
# Metrics from the implementation run
metrics = {
    "logic_synthesis": {
        "yosys_warnings": 0,
        "ys_seq_share_pct": 0,
        "synthCells": 114,
        "yosys_cells": 114,
        "yosysUniqueCellTypes": 22,
        "yosys.area.top_type": "ha_1",
        "syn_area_um2": 932,
        "topCellsByArea": "ha_1 (38%), inv_1 (18%), fa_1 (17%), xnor2_1 (6.6%), a21oi_1 (3.2%)",
        "avgSynthCellArea_um2": 8.18,
        "synth_top_area_share_pct": 37.6,
        "yosys_area_um2": 932,
    },
    "sta": {
        "period_used_pct": 94.7,
        "setup_tns_ns": 0,
        "rsz0062_at_grt": "false",
        "slew_violations": 0,
        "worstMarginPinSlew_ns": 0.399,
        "hold_violations": 0,
        "fin_crit_ns": 4.74,
        "fin_hold_ws_ns": 2.94,
        "max_slew_margin_pct": 73.2,
        "finalSetupViolCount": 0,
        "fmax_ghz": 0.211,
    },
    "grt": {
        "grtUsageMet2_pct": 10.8,
        "grt_antenna_before_repair": 0,
        "grt_pass1_wl_mm": 3.68,
        "grt_max_degree": 6,
        "busiest_layer": "met2",
        "grt-ovfl-total": 0,
        "grt_usage_pct": 6.71,
        "gr-usage-met1_pct": 9.79,
        "grt_pass1_vias": 843,
        "use_met3_pct": 0.909,
    },
    "pwr": {
        "finalPower_mw": 0.156,
        "vdd_ir_drop_max_uv": 46.1,
        "p_leak_nw": 0.780,
        "p_per_area_nw_per_um2": 103,
    },
    "worst_hold_path": {
        "hp-class": "in2out",
        "hp-start": "b[15]",
    },
    "worst_setup_path": {
        "path_buffers": 4,
        "slowest_stage": "clkdlybuf4s50_1",
        "cp_top_family": "buffers and inverters",
        "start_kind": "primary input",
        "cp.arrival_ns": 3.74,
        "path_class": "in2out",
        "required_ns": 4.00,
        "critPathLaunch": "a[0]",
        "cp_max_fo": 5,
        "cp-end-kind": "primary output",
        "crit_chain": "clkdlybuf4s50_1 -> inv_1 -> ha_1 -> inv_1 -> a21oi_1 -> o41ai_4 -> a311o_1 -> o21ai_1 -> fa_1 -> xor2_1 -> xnor2_1 -> clkdlybuf4s50_1",
        "slowest_delay_ns": 0.49,
    },
    "die": {
        "initCoreUtil_pct": 27.3,
        "dieWidth_um": 80,
        "pin_count": 49,
        "num_rows": 21,
        "die_area_um2": 6400,
        "coreArea_um2": 3420,
        "die_y_um": 80,
    },
    "flow_run": {
        "maxCapViolCount": 0,
        "warning_count": 53,
    },
    "final_layout": {
        "combGateArea_um2": 785,
        "mostFrequentLayoutCells": "clkdlybuf4s50_1 (49), inv_1 (44), ha_1 (28)",
        "final.fill_count": 337,
        "regArea_um2": 0,
        "flops": 0,
        "lay_top_count": "clkdlybuf4s50_1",
        "clock_buffers": 0,
        "drive_above_1_share_pct": 3.66,
        "areaGrowthSynthToFinish_pct": 61.5,
    },
    "placed_design": {
        "gp_congestion": 0.819,
        "portBuffers": 49,
        "dp_hpwl_mm": 2.05,
    },
    "detailed_routing": {
        "drt-pass1-iter-count": 2,
        "wl_mm": 2.16,
        "n_antenna_cell": 0,
        "ant_nets": 0,
        "wl_per_cell_um": 10.3,
        "via_per_inst": 3.92,
        "num_vias": 824,
        "drc": 0,
        "drt_iter0_drc": 5,
    },
    "status": {
        "outcome": "completed",
    },
}
==> worst paths after layout <==
path | endpoint | slack, ns | depth (start not counted)
setup / recovery | sum[15] | 0.26 | 12
hold / removal | sum[15] | 2.94 | 3
==> cells in the mapped netlist (2+ instances only) <==
master    n
fa_1      8
nor4_1    2
nor2b_1   3
a21oi_1   6
xnor2_1   7
ha_1     28
xor2_1    2
inv_1    44
==> metrics by stage <==
stage                     instance area, um^2  util (%)  worst slack (ns)  std cells
after floorplan                           932         -              1.33        114
after global placement                   1490      43.6             0.170        210
after detailed placement                 1490      43.6             0.142        210
after global routing                     1510      44.1            0.0833        210
final                                    1510      44.1             0.264        210
after CTS                                1490      43.6             0.126        210
==> power by group <==
part | internal [mW] | switching, mW | total [mW]
registers | 0 | 0 | 0
clock network | 0 | 0 | 0
logic | 0.103 | 0.0523 | 0.156
total | 0.103 | 0.0523 | 0.156
==> tightest hold or removal path: stages <==
cell,delay (ns)
clkdlybuf4s50_1,0.47
xnor2_1,0.07
clkdlybuf4s50_1,0.40
==> cell families (layout without fill, tap and decap cells) <==
logic type | after synthesis | in the layout | synth area share, %
xor gates and xnor gates | 9 | 9 | 8.46
and+or+nand+nor | 9 | 9 | 6.17
AOI/OAI and AO/OA | 16 | 16 | 12.9
adders and majority gates | 36 | 36 | 54.8
buffers and inverters | 44 | 94 | 17.7
==> repair_timing <==
item	in CTS	in global routing
setup buffers	0	0
setup endpoints to repair	0	2
hold buffers	0	0
endpoints found under the hold margin	0	0
gates resized	0	2
==> layer usage <==
layer	routed length (um)	part of all wire (%)	up-vias
li1	-	-	439
met1	1070	49	358
met2	950	44	27
met3	143	6.6	0
met4	0	0	0
met5	0	0	-
==> final cells by class <==
class | count | area share, %
Timing Repair Buffer | 50 | 33.1
Multi-Input combinational cell | 70 | 52.1
Inverter | 44 | 11.0
Tap cell | 46 | 3.82
Power figures rest on the tool's default switching activity, not on a simulated workload.
